**./run.sh**
```bash
#!/bin/bash
# OpenROAD 26Q1-2900-gdf79404cd8, Yosys 0.63+post, stock flow scripts
make -C /OpenROAD-flow-scripts/flow DESIGN_CONFIG=/design/flow/config.mk WORK_HOME=/design/flow/orfs finish
```
**./design.v**
```verilog
module module_7segmentos (
    input  logic [3:0] data,       
    output logic [6:0] display     
);
    logic [6:0] seg_int;  
    always_comb begin
        case (data)
            4'h0: seg_int = 7'b1111110;  
            4'h1: seg_int = 7'b0110000;  
            4'h2: seg_int = 7'b1101101;  
            4'h3: seg_int = 7'b1111001;  
            4'h4: seg_int = 7'b0110011;  
            4'h5: seg_int = 7'b1011011;  
            4'h6: seg_int = 7'b1011111;  
            4'h7: seg_int = 7'b1110000;  
            4'h8: seg_int = 7'b1111111;  
            4'h9: seg_int = 7'b1111011;  
            4'hA: seg_int = 7'b1110111;  
            4'hB: seg_int = 7'b0011111;  
            4'hC: seg_int = 7'b1001110;  
            4'hD: seg_int = 7'b0111101;  
            4'hE: seg_int = 7'b1001111;  
            4'hF: seg_int = 7'b1000111;  
            default: seg_int = 7'b0000000;  
        endcase
    end
    assign display = ~seg_int;
endmodule
module module_codi (
    input  logic [3:0] datos_in,    
    output logic [7:0] datos_cod    
);
    assign datos_cod[2] = datos_in[0];  
    assign datos_cod[4] = datos_in[1];  
    assign datos_cod[5] = datos_in[2];  
    assign datos_cod[6] = datos_in[3];  
    assign datos_cod[0] = datos_in[0] ^ datos_in[1] ^ datos_in[3];
    assign datos_cod[1] = datos_in[0] ^ datos_in[2] ^ datos_in[3];
    assign datos_cod[3] = datos_in[1] ^ datos_in[2] ^ datos_in[3];
    assign datos_cod[7] = datos_cod[0] ^ datos_cod[1] ^ datos_cod[2] ^
                          datos_cod[3] ^ datos_cod[4] ^ datos_cod[5] ^ datos_cod[6];
endmodule
module module_corrector_error(
    input  logic [7:0] datos_recibidos,    
    input  logic [2:0] sindrome,           
    input  logic       paridad_global,     
    input  logic       error_doble_i,      
    output logic [7:0] datos_corregidos,   
    output logic       error_simple,       
    output logic       no_error            
);
    always_comb begin
        datos_corregidos = datos_recibidos;
        error_simple     = 1'b0;
        no_error         = 1'b0;
        if (sindrome == 3'b000 && paridad_global == 1'b0) begin
            no_error = 1'b1;
        end else if (sindrome == 3'b000 && paridad_global == 1'b1) begin
            datos_corregidos[7] = ~datos_recibidos[7];
            error_simple = 1'b1;
        end else if (sindrome != 3'b000 && paridad_global == 1'b1) begin
            datos_corregidos[sindrome-1] = ~datos_recibidos[sindrome-1];
            error_simple = 1'b1;
        end else if (error_doble_i) begin
        end
    end
endmodule
module module_decodi ( 
    input  logic [7:0] datos_cod,    
    output logic [3:0] datos_out     
);
    assign datos_out[0] = datos_cod[2];  
    assign datos_out[1] = datos_cod[4];  
    assign datos_out[2] = datos_cod[5];  
    assign datos_out[3] = datos_cod[6];  
endmodule
module module_detector_error(
    input  logic [7:0] datos_recibidos,   
    output logic [2:0] sindrome,          
    output logic       paridad_global,    
    output logic       bit_error,         
    output logic       error_doble        
);
    logic p1_calc, p2_calc, p4_calc, p0_calc;
    assign p1_calc = datos_recibidos[0] ^ datos_recibidos[2] ^ datos_recibidos[4] ^ datos_recibidos[6];
    assign p2_calc = datos_recibidos[1] ^ datos_recibidos[2] ^ datos_recibidos[5] ^ datos_recibidos[6];
    assign p4_calc = datos_recibidos[3] ^ datos_recibidos[4] ^ datos_recibidos[5] ^ datos_recibidos[6];
    assign p0_calc = datos_recibidos[0] ^ datos_recibidos[1] ^ datos_recibidos[2] ^
                     datos_recibidos[3] ^ datos_recibidos[4] ^ datos_recibidos[5] ^
                     datos_recibidos[6];
    assign sindrome = {datos_recibidos[3] ^ p4_calc,
                       datos_recibidos[1] ^ p2_calc,
                       datos_recibidos[0] ^ p1_calc};
    assign paridad_global = ^datos_recibidos;
    assign bit_error   = (sindrome != 3'b000) || paridad_global;
    assign error_doble = (sindrome != 3'b000) && (paridad_global == 1'b0);
endmodule
module module_display_error (
    input  logic [2:0] sindrome,       
    input  logic       error_simple,
    input  logic       error_doble,
    input  logic       no_error,
    output logic [6:0] display         
);
    logic [3:0] value_hex;
    always_comb begin
        if (error_doble) begin
            value_hex = 4'hE;               
        end else if (error_simple) begin
            value_hex = {1'b0, sindrome};   
        end else if (no_error) begin
            value_hex = 4'h0;               
        end else begin
            value_hex = 4'hF;               
        end
    end
    module_7segmentos seg_decoder (
        .data(value_hex),
        .display(display)
    );
endmodule
module module_led (
    input  logic [3:0] in,    
    output logic [3:0] out    
);
    assign out = ~in;
endmodule
module module_top (
    input  logic [3:0]  entrada,        
    input  logic [7:0]  palabra_rx,     
    input  logic        select_pos,     
    output logic [6:0]  seg,            
    output logic [1:0]  an,             
    output logic [3:0]  led_out,        
    output logic        led_ded         
);
    logic [7:0] palabra_tx;
    module_codi u_codi (
        .datos_in (entrada),
        .datos_cod(palabra_tx)
    );
    logic [2:0] sindrome;
    logic       paridad_global;
    logic       error_doble_i;
    module_detector_error u_det (
        .datos_recibidos (palabra_rx),
        .sindrome        (sindrome),
        .paridad_global  (paridad_global),
        .error_doble     (error_doble_i)
    );
    assign led_ded = error_doble_i;
    logic [7:0] corregido;
    logic       error_simple, no_error;
    module_corrector_error u_corr (
        .sindrome        (sindrome),
        .datos_recibidos (palabra_rx),
        .paridad_global  (paridad_global),
        .error_doble_i   (error_doble_i),
        .datos_corregidos(corregido),
        .error_simple    (error_simple),
        .no_error        (no_error)
    );
    logic [3:0] datos_out;
    module_decodi u_dec (
        .datos_cod (corregido),
        .datos_out (datos_out)
    );
    logic [3:0] datos_mostrar;
    always_comb begin
        if (!select_pos)
            datos_mostrar = entrada;      
        else
            datos_mostrar = datos_out;    
    end
    module_led u_led (
        .in (datos_mostrar),
        .out(led_out)
    );
    logic [6:0] seg_word_int, seg_error_int;
    module_7segmentos    u_7seg_word  (.data(datos_mostrar), .display(seg_word_int));
    module_display_error u_7seg_error (.sindrome(sindrome),
                                       .error_simple(error_simple),
                                       .error_doble(error_doble_i),
                                       .no_error(no_error),
                                       .display(seg_error_int));
    always_comb begin
        if (!select_pos) begin
            seg = ~seg_word_int;    
            an  = 2'b10;            
        end else begin
            seg = ~seg_error_int;
            an  = 2'b01;            
        end
    end
endmodule
```
**./constraint.sdc**
```tcl
current_design module_top

set clk_period 4.7
set clk_io_pct 0.2

create_clock -name clk0 -period $clk_period

set non_clock_inputs [all_inputs -no_clocks]
set_input_delay [expr $clk_period * $clk_io_pct] -clock clk0 $non_clock_inputs
set_output_delay [expr $clk_period * $clk_io_pct] -clock clk0 [all_outputs]
```
**./config.mk**
```make
export PLATFORM = sky130hd
export DESIGN_NAME = module_top
export DESIGN_NICKNAME = module_top
export VERILOG_FILES = /design/flow/design.v
export SDC_FILE = /design/flow/constraint.sdc
export NUM_CORES = 4
export LEC_CHECK = 1
export CORE_AREA = 10 10 75 75
export DIE_AREA = 0 0 85 85
```
==> impl_metrics.env <==
# implementation run metrics
export IMPL_worst_pin_slew_ns=0.7947
export IMPL_drive_gt1_share_pct=53.06
export IMPL_seqPwrFrac_pct=0
export IMPL_die_y_um=85
export IMPL_p_leak_nw=1.023
export IMPL_synthCells=162
export IMPL_placed_cell_area_um2=1857
export IMPL_seqCellArea_um2=0
export IMPL_syn_mean_instance_area_um2=7.283
export IMPL_syn_area_um2=1180
export IMPL_clkbuf_count=0
export IMPL_p_switching_mw=0.2099
export IMPL_top_cell="ha_1"
export IMPL_synthDominantCellAreaShare_pct=20.15
export IMPL_failed_checks="setup timing"
export IMPL_numPortBuffers=27
export IMPL_fin_crit_ns=4.804
export IMPL_flops=0
export IMPL_worstSetupEndpointType="output pin"
export IMPL_fin_setup_tns_ns=-0.3990
export IMPL_rsz0062_at_grt="yes"
export IMPL_syn2layout_area_growth_pct=88.44
export IMPL_ys_area_um2=1180
export IMPL_drt_wl_total_um=3810
export IMPL_io_pin_count=27
export IMPL_holdCritPathClass="in2out"
export IMPL_post_route_util_pct=54.79
export IMPL_grt_pass1_wl_um=6458
export IMPL_powerDensity_nw_per_um2=213.1
export IMPL_slew_violations=0
export IMPL_max_freq_ghz=0.2081
export IMPL_topCellsByArea="ha_1 20%, mux2i_1 7.6%, o21ai_0 5.5%"
export IMPL_ys_seq_share_pct=0
export IMPL_min_path_cells=6
export IMPL_first_pass_iters=4
export IMPL_slew_headroom_pct=46.86
export IMPL_grt_pass1_vias=1410
export IMPL_fin_area_um2=2223
export IMPL_dp_slack_ns=-1.083
export IMPL_post_drt_wl_per_cell_um=12.92
export IMPL_antenna_left=0
export IMPL_pwr_share_clk_pct=0
export IMPL_dr_total_vias=1438
export IMPL_top_area_cell="ha_1"
export IMPL_core_um2=4058
export IMPL_fp_dieArea_um2=7225
export IMPL_ys_cells=162
export IMPL_status="finished, violations left"
export IMPL_antenna_found_initial=0
export IMPL_drt_iter0_markers=38
export IMPL_start_kind="primary input"
export IMPL_drc=0
export IMPL_period_used_pct=102.2
export IMPL_num_rows=23
export IMPL_routed_via_density=4.875
export IMPL_setup_violations=5
export IMPL_crit_start="palabra_rx[5]"
export IMPL_ys_top_cells_by_count="19 x ha_1, 16 x nand2_1, 13 x nor2_1, 13 x o21ai_0, 11 x a21oi_1"
export IMPL_hold_violations=0
export IMPL_die_w_um=85
export IMPL_ir_drop_mv=0.1141
export IMPL_fin_ws_ns=-0.1044
export IMPL_critPathArrivalTime_ns=3.86
export IMPL_cp_endpoint="seg[5]"
export IMPL_grt_start_max_net_pins=18
export IMPL_fp_util_pct=29.08
export IMPL_gp_congestion=0.8967
export IMPL_dp_hpwl_um=2762
export IMPL_warnings=50
export IMPL_cap_viol_max_count=0
export IMPL_synth_cell_types=44
export IMPL_grt_ovfl_total=0
export IMPL_grt_util_all_layers_pct=10.01
export IMPL_required_ns=3.76
export IMPL_swShare_pct=44.30
export IMPL_insertedDiodeCount=0
export IMPL_intPower_mw=0.2638
export IMPL_path_class="in2out"
export IMPL_pwr_share_comb_pct=100.0
export IMPL_cp_max_fo=5
export IMPL_ys_warnings_count=4
## worst max-delay path: stages
cell and delay [ns]:
buf_12 0.11, xor2_4 0.18, xnor2_2 0.20, inv_2 0.11, ha_4 0.18, nand2b_4 0.13, maj3_2 0.29, a22oi_2 0.12
o211ai_1 0.13, buf_4 0.16, buf_4 0.12, a21o_4 0.21, buf_4 0.14, ha_4 0.26, a211oi_2 0.05, a31o_2 0.24
a31o_1 0.18, buf_2 0.11
## power groups by stage
stage         clock [mW]  combinational, mW  sequential [mW]
finish                 0              0.474                0
global route           0              0.522                0
CTS                    0              0.444                0
## metrics by stage
step	cells	power (mW)	hold WS, ns
2_1_floorplan	162	0.2001	1.946
3_3_place_gp	279	0.3852	2.839
3_5_place_dp	279	0.3858	2.842
4_1_cts	292	0.4439	2.567
5_1_grt	295	0.5225	2.620
6_report	295	0.4737	2.559
## area by class of cell
cell class,count,area [um2]
Timing Repair Buffer,94,759.5
Inverter,11,43.79
Tap cell,50,62.56
Fill cell,356,1834
Multi-Input combinational cell,140,1358
## worst min-delay path by stage
stage                 slack [ns]           from    endpoint
final                       2.56  palabra_rx[5]  led_out[2]
after global routing        2.62  palabra_rx[5]  led_out[2]
after CTS                   2.57  palabra_rx[6]  led_out[3]
## layout by cell type (no fill, tap or decap), drive strengths merged, types with 3 or more instances in the layout
cell type / synthesis / layout
nand3: 6 / 6
xor3: 3 / 3
mux2: 3 / 3
nand2: 16 / 16
a211oi: 3 / 3
o21ai: 13 / 13
nor3: 3 / 3
buf: 5 / 76
xor2: 4 / 4
o21a: 3 / 3
dlygate4sd2: 0 / 4
nor2b: 3 / 3
nor2: 13 / 13
nand2b: 3 / 3
o221ai: 3 / 3
xnor2: 4 / 4
clkdlybuf4s50: 0 / 11
a21oi: 11 / 11
o211ai: 3 / 3
mux2i: 9 / 9
ha: 19 / 19
inv: 11 / 11
## repair_timing
action / in CTS / in global routing
buffers inserted: 13 / 5
endpoints found under the setup margin: 11 / 10
pin swaps: 34 / 35
hold buffers: 0 / 0
resized: 91 / 26
## per-layer routing
metal	track usage, %	share of wire (%)
met1	14.07	49
met5	0	0
met3	0.8671	2.7
met4	0.1497	0
met2	17.10	49
## kinds of logic after synthesis
kind of cell	after synthesis	synth area share, %
mux	12	10.82
xor+xnor	11	12.09
fa+ha+maj	20	21.00
buf+inv	22	8.271
compound gates	48	27.57
simple gates	49	20.26
Power and IR drop assume default switching activity.
